### /design/flow/run.sh
#!/bin/bash
# OpenROAD 26Q1-2900-gdf79404cd8, Yosys 0.63+post, stock flow scripts
make -C /OpenROAD-flow-scripts/flow DESIGN_CONFIG=/design/flow/config.mk WORK_HOME=/design/flow/orfs finish
### /design/flow/config.mk
export PLATFORM = sky130hd
export DESIGN_NAME = data_mem
export DESIGN_NICKNAME = data_mem
export VERILOG_FILES = /design/flow/design.v
export SDC_FILE = /design/flow/constraint.sdc
export NUM_CORES = 4
export LEC_CHECK = 1
export CORE_UTILIZATION = 40
### /design/flow/constraint.sdc
current_design data_mem

set clk_period 32.6
set clk_io_pct 0.2

create_clock -name clk0 -period $clk_period [get_ports {clk}]

set non_clock_inputs [all_inputs -no_clocks]
set_input_delay [expr $clk_period * $clk_io_pct] -clock clk0 $non_clock_inputs
set_output_delay [expr $clk_period * $clk_io_pct] -clock clk0 [all_outputs]
### /design/flow/design.v
`timescale 1ns / 1ps
module data_mem
(input clk, input MemRead, input MemWrite,
input [5:0] addr, input [31:0] data_in, output [31:0] data_out);
reg [31:0] mem [0:63];
always @ (posedge (clk)) begin 
if(MemWrite) 
mem[addr]<=data_in;
end 
initial begin
mem[0]=32'd17;
mem[1]=32'd9;
mem[2]=32'd25;
end
assign data_out= (MemRead ==1'b1)? mem[addr]: 32'b0;
endmodule 
==> flow_metrics.py <==
# Auto-generated metrics
metrics = {
    "run_status": {
        "status": "finished, final reports clean",
    },
    "synth": {
        "ys_seq_elements": 2048,
        "avgSynthCellArea_sq_um": 17.2,
        "ys.flop_type": "edfxtp_1",
        "yosys_area_sq_um": 80200,
        "async_reset_ff_share_pct": 0,
        "ys_cells": 4674,
        "largest_area_cell": "edfxtp_1",
        "top_area_share_pct": 76.7,
        "synthesis.area_sq_um": 80200,
        "syn_inst": 4674,
        "edf_count": 2048,
        "ys_top_cells_by_area": "edfxtp_1, a221oi_1, a22oi_1",
        "ys_seq_share_pct": 76.7,
        "synthDistinctLibCells": 58,
        "yosys_warnings": 1,
    },
    "cts": {
        "cts_hold_buf": 0,
        "cts.sinks": 2048,
        "postCtsSetupBuffers": 0,
        "htreeDepth": 4,
        "clockRootBuffer": "clkbuf_16",
        "cts.clk_slew.worst_paths_ps": 60,
        "cts_buffers": 205,
        "cts_tree": "built",
        "cts.path.max_buffers": 3,
        "post_cts_resized": 0,
    },
    "layout": {
        "fin_util_pct": 45.6,
        "stdcell_count": 7616,
        "area_delta_synth_final_pct": 13.5,
        "finalInstanceArea_sq_um": 91000,
        "regMostFlops": "mem",
        "final_layout_size_suffix_gt1_share_pct": 14.8,
        "largest_reg_flops": 2048,
        "reg_top3": "mem: 2048 flops",
    },
    "timing": {
        "fmax_mhz": 56.1,
        "finalSetupViolations": 0,
        "rsz0062_at_grt": "no",
        "period_needed_ps": 17830,
        "max-slew-margin-rel_pct": 8.23,
        "finalMaxSlewViolations": 0,
        "fin_crit_sh_pct": 54.7,
        "timing_hold_violations_final": 0,
        "worst_slew_pin_slew_ps": 1340,
        "hold-worst-slack_ps": 5920,
        "tns_ps": 0,
        "setup_ws_ps": 14770,
    },
    "global_route": {
        "overflow": 0,
        "grt_max_degree": 103,
        "grt_usage_pct": 25.5,
        "grt_pass1_vias": 47641,
        "grt_pass1_wl_microns": 340000,
        "antenna_found_initial": 4,
    },
    "pwr": {
        "p_leak_nw": 28.2,
        "p_per_area_nw_per_um2": 59.6,
        "ir_drop_uv": 58.8,
        "p_total_mw": 5.43,
    },
    "critical_path": {
        "crit_type": "input pin to primary output",
        "cp_cell_sequence": "buf_8 > buf_4 > buf_4 > buf_4 > nor4b_2 > buf_4 > o21ai_0 > o2111ai_1 > nor4_1 > a31oi_1 > clkdlybuf4s50_1",
        "cp.required_ps": 26080,
        "cpPeakStageDelay_ps": 1010,
        "slowest_stage": "nor4_1",
        "critPathCaptureType": "primary output",
        "crit_arrival_ps": 11310,
        "worst_setup_path_start_kind": "input pin",
        "worst-path-max-fanout": 76,
        "crit_path_frequent_cell": "buf_4",
    },
    "routing": {
        "drc": 0,
        "via_per_inst": 6.05,
        "routedWlPerCell_microns": 31.0,
        "vias": 46053,
        "antenna_left": 0,
        "drt_first_iter_violations": 3352,
        "wl_microns": 236000,
        "firstDrtPassIters": 5,
    },
    "placement": {
        "place_area_sq_um": 84800,
        "post-place-ws_ps": 15060,
        "place.gp.congestion": 0.933,
        "port_buffers": 72,
        "dp_hpwl_microns": 135000,
        "dp.cells": 7240,
    },
    "worst_hold_path": {
        "hold_depth": 1,
        "hold_path_class": "input pin to register",
    },
    "die": {
        "die_h_microns": 450,
        "num_rows": 164,
        "fp_util_pct": 40.2,
        "ioPinCount": 73,
        "core_sq_um": 199000,
        "dieArea_sq_um": 202000,
        "die_width_microns": 450,
    },
    "flow_run": {
        "max_cap_violations": 0,
        "warnings": 29,
    },
}
cell usage after synthesis, types with 20 or more instances:
cell / number
nor3_1: 100
o21ai_0: 183
mux4_2: 37
o221ai_1: 48
buf_1: 38
and3_1: 142
nand2b_1: 58
nor3b_1: 141
and3b_1: 28
mux2i_1: 176
o22ai_1: 64
a21o_1: 56
nand3_1: 20
a221oi_1: 275
nand3b_1: 138
o2111ai_1: 56
buf_2: 128
mux2_2: 43
clkbuf_1: 201
edfxtp_1: 2048
nor2_1: 77
a22oi_1: 248
a22o_1: 29
o22a_1: 42
a21oi_1: 70
critical path: cells and delay by family:
family / cells / cell delay (ps)
buf+inv: 6 / 2760
simple gates: 2 / 1120
compound gates: 3 / 680
logic make-up after synthesis:
kind of cell | synth area share, %
flip-flops | 76.7
AND-OR/OR-AND | 11.0
AND/OR/NAND/NOR | 6.28
buffers and inverters | 2.22
multiplexers | 3.84
report_power, final:
part	internal, mW	total (mW)	switching, mW
clock network	1.22	2.20	0.977
logic	0.0873	0.311	0.224
registers	2.92	2.92	0.00362
area by class of cell:
cell class | count | area [sq um]
inverters | 6 | 25.0
diodes | 4 | 10.0
multi-input cells | 2226 | 17600
clock buffers | 245 | 5300
flip-flops and latches | 2048 | 61500
repair buffers | 304 | 2340
fillers | 16588 | 108000
well taps | 2656 | 3320
clock inverters | 127 | 941
path summary, 6_finish.rpt:
check,from,endpoint
worst min-delay path,data_in[7],mem[56][7]$_DFFE_PP_
worst max-delay path,addr[2],data_out[22]
layer usage:
layer  global-route usage, %  up-vias  part of all wire [%]
met4                    10.3        4                   5.3
met3                    18.5      466                    17
met5                   0.947        -                 0.047
met2                    35.4     2895                    44
li1                        -    19739                     -
met1                    31.2    22949                    34
placed cells by master, fill, tap and decap left out, drive strengths merged, types with 6 or more instances in the layout:
cell type	Yosys	layout
clkdlybuf4s50	0	35
a2111oi	17	17
and3	142	142
inv	6	13
clkbuf	203	245
and3b	28	28
a41oi	17	17
mux2	43	43
nor2	77	77
nor3	100	100
nand3b	138	138
buf	191	269
o21ai	188	188
nand3	20	20
o2111ai	56	56
a311oi	14	14
a22oi	248	248
nor3b	141	141
clkinv	0	110
edfxtp	2048	2048
a21oi	70	70
o22ai	64	64
o221ai	48	48
a31oi	15	15
a21o	56	56
or3b	15	15
nor2b	10	10
mux4	37	37
bufinv	0	8
o31ai	14	14
o22a	42	42
o41a	7	7
nand2	16	16
a22o	29	29
nor4	18	18
a221oi	276	276
o211ai	15	15
and2	6	6
mux2i	176	176
nand2b	58	58
Power is estimated from default activity; no workload was simulated.

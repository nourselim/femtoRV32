`/design/flow/run.sh`:
```
#!/bin/bash
# OpenROAD 26Q1-2900-gdf79404cd8, Yosys 0.63+post, stock flow scripts
make -C /OpenROAD-flow-scripts/flow DESIGN_CONFIG=/design/flow/config.mk WORK_HOME=/design/flow/orfs finish
```
`/design/flow/config.mk`:
```
export PLATFORM = sky130hd
export DESIGN_NAME = inst_mem
export DESIGN_NICKNAME = inst_mem
export VERILOG_FILES = /design/flow/design.v
export SDC_FILE = /design/flow/constraint.sdc
export NUM_CORES = 4
export LEC_CHECK = 1
export CORE_AREA = 10 10 70 70
export DIE_AREA = 0 0 80 80
```
`/design/flow/constraint.sdc`:
```
current_design inst_mem

set clk_period 1.5
set clk_io_pct 0.2

create_clock -name clk0 -period $clk_period

set non_clock_inputs [all_inputs -no_clocks]
set_input_delay [expr $clk_period * $clk_io_pct] -clock clk0 $non_clock_inputs
set_output_delay [expr $clk_period * $clk_io_pct] -clock clk0 [all_outputs]
```
`/design/flow/design.v`:
```
`timescale 1ns / 1ps
module inst_mem (input [5:0] addr, output [31:0] data_out); 
reg [31:0] mem [0:63];
initial begin 
 mem[0]=32'b000000000000_00000_010_00001_0000011 ;  
 mem[1]=32'b000000000100_00000_010_00010_0000011 ;  
 mem[2]=32'b000000001000_00000_010_00011_0000011 ;  
 mem[3]=32'b0000000_00010_00001_110_00100_0110011 ;  
 mem[4]=32'b0_000000_00011_00100_000_0100_0_1100011;  
 mem[5]=32'b0000000_00010_00001_000_00011_0110011 ;  
 mem[6]=32'b0000000_00010_00011_000_00101_0110011 ;  
 mem[7]=32'b0000000_00101_00000_010_01100_0100011;  
 mem[8]=32'b000000001100_00000_010_00110_0000011 ;  
 mem[9]=32'b0000000_00001_00110_111_00111_0110011 ;  
 mem[10]=32'b0100000_00010_00001_000_01000_0110011 ;  
 mem[11]=32'b0000000_00010_00001_000_00000_0110011 ;  
 mem[12]=32'b0000000_00001_00000_000_01001_0110011 ;  
 end 
assign data_out = mem[addr]; 
endmodule
```
==> results.sh <==
# source this file to load flow results
export IMPL_endpoint_kind="primary output"
export IMPL_dr_first_iter_drc_count=35
export IMPL_p_leak_nw=0.5012
export IMPL_layout_setup_ws_ps=-134.1
export IMPL_drc=0
export IMPL_die_area_um2=6400
export IMPL_worst_setup_path_start_kind="input pin"
export IMPL_post_route_period_util=1.089
export IMPL_ys_cells=66
export IMPL_drt_pre_antenna_iters=2
export IMPL_io_buffer_count=22
export IMPL_area_growth_pct=122.8
export IMPL_synth_area_leader_cell="buf_4"
export IMPL_ioPinCount=38
export IMPL_powerDensity_nw_per_um2=249.8
export IMPL_rsz0062_at_grt="yes"
export IMPL_setup_viol=4
export IMPL_antenna_cells=0
export IMPL_die_w_um=80
export IMPL_worst_hold_slack_ps=1063
export IMPL_ant_nets=0
export IMPL_syn_cell_area_um2=445.4
export IMPL_coreArea_um2=3416
export IMPL_worstHoldPathType="in -> out"
export IMPL_nClkBuffers=0
export IMPL_comb_area_um2=504.2
export IMPL_grt_usage=0.05033
export IMPL_period_needed_ps=1634
export IMPL_grt_pass1_vias=615
export IMPL_stdcell_count=157
export IMPL_crit_type="in -> out"
export IMPL_topCellsByArea="buf_4, ha_1, nand2_1"
export IMPL_final_hold_viol_count=0
export IMPL_routed_wl_um=1781
export IMPL_p_int_mw=0.1477
export IMPL_violations="setup timing"
export IMPL_finalPower_mw=0.2478
export IMPL_via_count=545
export IMPL_required_ps=1200
export IMPL_yosysWarnings=1
export IMPL_ir_worst_vdd_uv=137.9
export IMPL_drive_gt1_frac=0.6396
export IMPL_path_max_fanout=3
export IMPL_place_congestion=0.8032
export IMPL_pwr_share_seq=0
export IMPL_dieHeight_um=80
export IMPL_slew_viol_final=0
export IMPL_ys_types=25
export IMPL_ff_count=0
export IMPL_post_drt_wl_per_cell_um=11.34
export IMPL_p_sw_frac=0.4042
export IMPL_yosysChipArea_um2=445.4
export IMPL_p_switching_mw=0.1002
export IMPL_dp_hpwl_um=1260
export IMPL_fp_util=0.1304
export IMPL_flop_area_um2=0
export IMPL_dpl_cell_count=146
export IMPL_top_area_frac=0.2528
export IMPL_warning_count=41
export IMPL_syn_mean_instance_area_um2=6.749
export IMPL_status="complete, but fails checks"
export IMPL_cap_violations=0
export IMPL_p_comb_frac=1.000
export IMPL_grt_overflow_total=0
export IMPL_ys_seq_frac=0
export IMPL_grt_pass1_wl_um=2753
export IMPL_clockPowerShare=0
export IMPL_row_count=21
export IMPL_via_per_inst=3.471
export IMPL_fmax_ghz=0.6120
export IMPL_grt_max_degree=12
export IMPL_fillers=373
export IMPL_antenna_found_initial=0
export IMPL_arrival_ps=1330
export IMPL_synth_cells=66
==> critical path, cell delays in order <==
cell and delay, ps:
buf_8 100, buf_6 120, ha_4 150, or2_1 220, buf_4 130, o211a_1 190
buf_2 110
==> cells in the final DEF (no fill, tap or decap), drive strengths merged, types with 2 or more instances in the layout <==
| cell | n |
|---|---|
| a21o | 3 |
| a21oi | 4 |
| buf | 39 |
| clkbuf | 5 |
| clkdlybuf4s15 | 2 |
| conb | 14 |
| dlygate4sd2 | 4 |
| ha | 6 |
| inv | 2 |
| nand2 | 10 |
| nand2b | 4 |
| nor2 | 2 |
| nor2b | 4 |
| o21ai | 2 |
| or2 | 2 |
==> cells in the mapped netlist, types with 2 or more instances <==
cell       n
a21o_1     3
a21oi_1    4
buf_4     15
conb_1     2
ha_1       6
inv_1      2
nand2_1    9
nand2b_1   4
nor2b_1    4
or2_1      2
==> metal layers <==
layer	GRT usage	share of wire	vias up
met4	0	0	0
met3	0.007955	0.051	0
li1	-	-	276
met1	0.06460	0.50	249
met2	0.09069	0.45	20
met5	0	0	-
==> worst paths after layout <==
path                  slack [ps]           end  cells past startpoint     from
worst max-delay path        -130   data_out[9]                      7  addr[0]
worst min-delay path        1060  data_out[22]                      4  addr[2]
==> repair_timing <==
item                       CTS  global route
pin swaps                   11             8
gates resized               92            24
hold buffers                 0             0
buffers inserted             7             4
setup endpoints to repair   18            13
gates cloned                 1             0
==> stage by stage <==
| stage | setup slack, ps | utilization | area [um^2] | setup TNS, ps |
|---|---|---|---|---|
| floorplan | 232.9 | - | 490.5 | 0 |
| global placement | -872.8 | 0.2245 | 767.0 | -13030 |
| detailed placement | -871.1 | 0.2245 | 767.0 | -13030 |
| CTS | -130.4 | 0.2707 | 924.6 | -473.2 |
| global route | -155.8 | 0.2905 | 992.2 | -571.0 |
| finish | -134.1 | 0.2905 | 992.2 | -260.0 |
==> final cells by class <==
class	instances	area share
inverters	2	0.02018
repair buffers	50	0.4136
well taps	46	0.05801
multi-input cells	59	0.5082
==> power groups by stage <==
| stage | clock (mW) | combinational, mW | sequential [mW] |
|---|---|---|---|
| after CTS | 0 | 0.220 | 0 |
| after global routing | 0 | 0.273 | 0 |
| final | 0 | 0.248 | 0 |
==> cell families (layout without fill, tap and decap cells) <==
kind of cell | Yosys count | in the layout | synth area share
and+or+nand+nor | 27 | 27 | 0.3343
buffers and inverters | 19 | 52 | 0.3062
AOI/OAI and AO/OA | 12 | 12 | 0.1741
adders and majority gates | 6 | 6 | 0.1685
other | 2 | 14 | 0.01686
Power is estimated from default activity; no workload was simulated.
